`./constraint.sdc`:
```
current_design ShiftLReg

set clk_period 1.8
set clk_io_pct 0.2

create_clock -name clk0 -period $clk_period [get_ports {clk}]

set non_clock_inputs [all_inputs -no_clocks]
set_input_delay [expr $clk_period * $clk_io_pct] -clock clk0 $non_clock_inputs
set_output_delay [expr $clk_period * $clk_io_pct] -clock clk0 [all_outputs]
```
`./config.mk`:
```
export PLATFORM = sky130hd
export DESIGN_NAME = ShiftLReg
export DESIGN_NICKNAME = ShiftLReg
export VERILOG_FILES = /design/flow/design.v
export SDC_FILE = /design/flow/constraint.sdc
export NUM_CORES = 4
export LEC_CHECK = 1
export CORE_AREA = 10 10 80 80
export DIE_AREA = 0 0 90 90
export SYNTH_HDL_FRONTEND = slang
```
`./run.sh`:
```
#!/bin/bash
# OpenROAD 26Q1-2900-gdf79404cd8, Yosys 0.63+post, stock flow scripts
make -C /OpenROAD-flow-scripts/flow DESIGN_CONFIG=/design/flow/config.mk WORK_HOME=/design/flow/orfs finish
```
`./design.v`:
```
module ShiftLReg(input clk, rst, serin, ld, shL, 
		input [15:0] datain,
		output reg serout,
		output reg[15:0] dataout);
	always@(posedge clk , posedge rst)begin	
		if(rst)
			dataout <= 16'b0;
		else if(ld)
			dataout <= datain;
		else if(shL)
			{serout, dataout} <= {dataout , serin};
	end
endmodule
module ShiftLReg2(input clk, rst, ld, shL, 
		input [15:0] datain,
		output reg[15:0] dataout);
	always@(posedge clk , posedge rst)begin	
		if(rst)
			dataout <= 16'b0;
		else if(ld)
			dataout <= datain;
		else if(shL)
			dataout <= {dataout[14:0] , 1'b0};
	end
endmodule
module counter #(parameter n)(input clk, rst, clear, enable,
				output reg [n - 1:0] num);
	always@(posedge clk, posedge rst)begin
		if(rst)
			num <= {n * 1'b0};
		else if(clear)
			num <= {n * 1'b0};
		else if(enable)
			num <= num + 1;
	end
endmodule
module MUX(input sel,
	input [7:0]A, B,
	output [7:0] muxout);
	assign muxout = (sel==1)? B : A;
endmodule
module register (input clk, rst, ld,
			input [7:0] datain,
			output reg [7:0] dataout);
	always@(posedge clk, posedge rst) begin
		if(rst)
			dataout <= {8'b0};
		else if(ld)
			dataout <= datain;
	end
endmodule
module mult(input [7:0] A, B,
		output [15:0] multout);
	assign multout = A * B;
endmodule
module concat2 (input [4:0] num2,
		input [15:0] multresult,
		output [31:0] dataout);
	assign dataout = multresult << (16 - num2);
endmodule
module shifter(input [3:0] datain,
		output [2:0] dataout);
	assign dataout = datain [3:1];
endmodule
module inRAM(input [3:0] address,
		output [15:0] dataout);
	reg [15:0] RAM [0:15];	
	initial $readmemb ("data_input.txt" , RAM);
	assign dataout = RAM[address];
endmodule
module outRAM(input clk, rst, wen,
		input [2:0] address,
		input [31:0] datain);
	reg [31:0] RAM [0:7];	
	initial $readmemb ("data_output.txt" , RAM);
	always@(posedge clk) begin
		if(wen)
			RAM[address] <= datain;
	end
endmodule
```
==> job_summary.md <==
### Yosys + OpenROAD results

| Metric | Value |
|---|---|
| ANT nets after route | 0 |
| Syn Area/Cell | 11.02 um2 |
| Yosys Chip Area | between 700 and 800 um2 |
| Switching Share | 0.2311 |
| Worst EP required | 1.44 ns |
| Vias per Instance | between 3 and 4 |
| Reg2reg start | dataout[11] |
| Flop-to-flop setup slack | ~1.1 ns |
| CP max FO | 3 |
| Synth area leader | dfrtp_1 |
| Cell family contributing the most delay on the critical path | buffers and inverters |
| Synth Cell Area | around 800 um2 |
| Ys flops | 17 |
| Ratio of cells with drive above 1 in the final layout | 0.07965 |
| CTS tree | done |
| Diode count | 0 |
| Seq share, synth | 0.5426 |
| IO Pins | 38 |
| Post-CTS Setup Bufs | 0 |
| Clock share of power | 0.297 |
| DRT iter0 DRCs | 15 |
| Worst Hold Class | in2async |
| Final Cell Area | roughly 1300 um2 |
| Setup CP Type | reg2out |
| Clock Tree Root | clkbuf_8 |
| Path depth of the worst reg2reg path | 2 |
| # rows | 25 |
| CP peak stage delay | between 0.4 and 0.5 ns |
| Setup-failing EPs final | 0 |
| P_sw | 0.2193 mW |
| Max Fclk | ~680 MHz |
| Setup_tns | 0 ns |
| Logic pwr share | 0.225 |
| Endpoints failing hold | 0 |
| Post-Synthesis Cells | about 72 |
| GRT Util Overall | 0.05719 |
| CTS resizes | 0 |
| Placed wire-length estimate | 1766 um |
| Sequential power share | 0.478 |
| Tightest Pin Transition | around 0.29 ns |
| # H-tree levels | 1 |
| Pint | around 0.73 mW |
| Arrival time worst endpoint | approximately 1.1 ns |
| GR Overflow Total | 0 |
| Unrepaired setup endpoints after global routing | false |
| DR pass1 iterations | 4 |
| Slew headroom | 0.8058 |
| Tool warnings | 25 |
| Clock latency on the worst-skew pair | between 0.2 and 0.3 ns |
| Placement Cell Area | 1276 um2 |
| Core area | between 4000 and 5000 um2 |
| Final Cycle Share | 0.8230 |
| First-pass GRT wire length | between 3000 and 4000 um |
| Max-Cap Viols | 0 |
| Fp_density | 0.1679 |
| Yosys cell types | 11 |
| Vias | approximately 650 |
| Clock sink count | 17 |
| Hold_buf cts | 0 |
| Synth Warn # | 0 |
| Routability cong. | between 0.6 and 0.7 |
| P_leak | roughly 0.57 nW |
| Final min period | between 1 and 1.5 ns |
| Max-area cell share | 0.5047 |
| Final Util | 0.2797 |
| Worst path bufs/invs | 1 |
| Placed cells | between 150 and 200 |
| Vias in the first global route | around 730 |
| Startpoint types | flip-flop |
| Yosys cell count | 72 |
| Worst-path clk slew | around 0.060 ns |
| Drt drc | 0 |
| Chip area | ~8000 um2 |
| WL/cell | between 10 and 15 um |
| Largest net degree at the start of global routing | 18 |
| Die height | about 90 um |
| Routed Wire Length | 2171 um |
| PwrDens | 718.4 nW/um2 |
| Initial antenna violation count | 0 |
| Worst setup EP type | primary output |
| Clock skew | ~0.0015 ns |
| CTS Buf Count | 3 |
| Fin. max-slew vios | 0 |
| CP max-delay cell | clkdlybuf4s50_1 |
| Clock buffer depth | 2 |
| Final Non-Filler Cells | around 180 |
| Worst-path cell chain | clkdlybuf4s50_1 |
| Outcome | complete, no violations |
| VDD IR-drop max | about 330 uV |
| Port bufs | 37 |
| Area grow syn2layout | 66.56% |
| Die W | around 90 um |
| Top area cell types | dfrtp_1 50%, mux2i_1 20%, nand2_1 7.6%, o21ai_1 5.7%, o21ai_0 4.4% |
| FF-to-FF End | dataout[12] |
-- per-stage QoR --
stage | hold slack, ns | setup WS [ns] | total power, mW
floorplan | 0.2737 | 0.7234 | 0.5261
global placement | 0.4761 | 0.3241 | 0.6768
detailed placement | 0.4765 | 0.3004 | 0.6800
CTS | 0.4148 | 0.2869 | 0.9689
global route | 0.4148 | 0.2476 | 1.017
finish | 0.4082 | 0.3185 | 0.9492
-- power by group through the flow --
stage                 Combinational (mW)  Clock [mW]  Sequential, mW
final                              0.214       0.282           0.453
after global routing               0.241       0.315           0.461
after CTS                          0.220       0.294           0.454
-- state kept, by name, indices dropped and copies added (netlist names) --
name     flops
dataout     16
serout       1
-- cells by family after synthesis --
group / Yosys count / share of synthesized area
mux: 16 / 0.2019
compound gates: 16 / 0.1009
buf+inv: 6 / 0.06308
simple gates: 17 / 0.09148
flops: 17 / 0.5426
-- routing by layer --
metal / wire length [um] / part of all wire / global-route usage
met1: 1016 / 0.47 / 0.07469
met5: 0 / 0 / 0
met4: 10 / 0.0046 / 0.003979
met3: 143 / 0.066 / 0.02263
met2: 999 / 0.46 / 0.09140
-- placed cells by master, fill, tap and decap left out --
cell / netlist / final
buf_12: 1 / 3
buf_4: 0 / 2
nor3b_2: 1 / 1
clkdlybuf4s50_1: 0 / 37
mux2i_1: 16 / 16
o21ai_1: 9 / 9
o21ai_0: 7 / 7
clkbuf_8: 0 / 3
edfxtp_1: 1 / 1
inv_1: 1 / 1
nand2_1: 16 / 16
clkbuf_1: 0 / 1
dfrtp_1: 16 / 16
-- cells in the mapped netlist --
cell,instances
mux2i_1,16
nor3b_2,1
buf_12,1
nand2_1,16
inv_1,1
edfxtp_1,1
dfrtp_1,16
buf_2,3
o21ai_0,7
buf_6,1
o21ai_1,9
-- worst reg2reg max path, cell delays in order (launching register included) --
cell,delay [ns]
dfrtp_1,0.40
mux2i_1,0.14
o21ai_0,0.09
-- worst max-delay path by stage --
stage / end / cells past startpoint / start / slack (ns)
6_report: dataout[5] / 1 / dataout[5] / 0.32
5_1_grt: dataout[4] / 1 / dataout[4] / 0.25
4_1_cts: dataout[5] / 1 / dataout[5] / 0.29
-- area by class of cell --
cell class,instances,area (um2)
well taps,67,83.83
fillers,480,3402
clock buffers,4,45.04
inverters,1,3.754
repair buffers,42,445.4
flip-flops and latches,17,430.4
multi-input cells,49,312.8
Power is estimated from default activity; no workload was simulated.
