==> ./design.v <==
module TopLevel (input clk, rst, start, output done);
	wire [3:0] num1 ,num3;
	wire [4:0] num2;
	wire clr1, en1, ld1, shL1, ld2, ld3, clr2, en2, clr3, en3, wen, x;
	datapath2 DP(clk, rst, 
	 	clr1, en1, 
		ld1, shL1,
		ld2, ld3,
		clr2, en2,
		clr3, en3,
		wen,
		x,
		num1 , num3,
		num2);
	controller2 CT(clk, rst, start, x, 
		num1 ,num3,
		num2,
		clr1, en1, ld1, shL1, ld2, ld3, clr2, en2, clr3, en3, wen, done);
endmodule
module controller2(input clk, rst, start, x15, 
		input [3:0] num1 ,num3,
		input [4:0] num2,
		output reg clr1, en1, ld1, shL1, ld2, ld3, clr2, en2, clr3, en3, wen, done);
	reg[3:0] ps, ns;
	parameter [3:0] A=0, B=1, C=2, D=3, E=4, F=5, G=6, H=7, I=8;
	always @(posedge clk, posedge rst)begin
		if(rst)
			ps <= A;
		else
			ps <=ns;
	end
	always @(start, num1, x15, num3, ps)begin
		ns = A;
		case(ps)
			A: ns = start? B : A;
			B: ns = start? B : C;
			C: ns = D;
			D: ns = (x15 & ~num1[0])? E : (x15 & num1[0])? G : ~x15? F: A;
			E: ns = C;
			F: ns = ((num3 == 4'b1000) & (~num1[0])) ? E : ((num3 == 4'b1000) & (num1[0])) ? G : (num3 != 4'b1000) ? D: A;
			G: ns = H;
			H: ns = (num1 == 4'b1111) ? I : C;
			I: ns = A;
		endcase
	end
	always @(ps)begin
		{clr1, en1, ld1, shL1, ld2, ld3, clr2, en2, clr3, en3, wen, done} = 12'b0;
		case(ps)
			A: ;
			B:begin clr1 =1'b1; clr2=1'b1; clr3=1'b1; end
			C:begin ld1 =1'b1; end
			D:begin en3 = 1'b1; end
			E:begin ld2 = 1'b1; en1 =1'b1; clr3 =1'b1; end
			F:begin en2 = 1'b1; shL1 = 1'b1; end
			G:begin ld3 = 1'b1; clr3= 1'b1; end
			H:begin wen = 1'b1; en1 = 1'b1; clr2 = 1'b1; end
			I:begin done = 1'b1; end
		endcase	
	end		
endmodule
module datapath2(input clk, rst, 
	 	clr1, en1, 
		ld1, shL1,
		ld2, ld3,
		clr2, en2,
		clr3, en3,
		wen,
		output x15,
		output [3:0] num1C , num3,
		output [4:0] num2C);
	wire [2:0] shiftout;
	wire [3:0] num1;
	wire [4:0] num2;
	wire [7:0] reg2out, reg3out;
	wire [15:0] RAMout, shLout, multout;
	wire [31:0] c3out;
	assign num1C = num1;
	assign num2C = num2;
	assign x15 = shLout[15];
	counter #(4) cnt1(clk, rst, clr1, en1, num1);
	inRAM inram(num1, RAMout);
	ShiftLReg2 shiftreg1(clk, rst, ld1, shL1, RAMout, shLout);
	register reg2 (clk, rst, ld2, shLout[15:8], reg2out);
	register reg3 (clk, rst, ld3, shLout[15:8], reg3out);
	mult multiplier(reg2out, reg3out, multout);
	counter #(5) cnt2 (clk, rst, clr2, en2, num2);
	counter #(4) cnt3 (clk, rst, clr3, en3, num3);
	shifter shift(num1, shiftout);
	concat2 c2(num2, multout, c3out);
	outRAM outram(clk, rst, wen, shiftout, c3out);
endmodule
module ShiftLReg(input clk, rst, serin, ld, shL, 
		input [15:0] datain,
		output reg serout,
		output reg[15:0] dataout);
	always@(posedge clk , posedge rst)begin	
		if(rst)
			dataout <= 16'b0;
		else if(ld)
			dataout <= datain;
		else if(shL)
			{serout, dataout} <= {dataout , serin};
	end
endmodule
module ShiftLReg2(input clk, rst, ld, shL, 
		input [15:0] datain,
		output reg[15:0] dataout);
	always@(posedge clk , posedge rst)begin	
		if(rst)
			dataout <= 16'b0;
		else if(ld)
			dataout <= datain;
		else if(shL)
			dataout <= {dataout[14:0] , 1'b0};
	end
endmodule
module counter #(parameter n)(input clk, rst, clear, enable,
				output reg [n - 1:0] num);
	always@(posedge clk, posedge rst)begin
		if(rst)
			num <= {n * 1'b0};
		else if(clear)
			num <= {n * 1'b0};
		else if(enable)
			num <= num + 1;
	end
endmodule
module MUX(input sel,
	input [7:0]A, B,
	output [7:0] muxout);
	assign muxout = (sel==1)? B : A;
endmodule
module register (input clk, rst, ld,
			input [7:0] datain,
			output reg [7:0] dataout);
	always@(posedge clk, posedge rst) begin
		if(rst)
			dataout <= {8'b0};
		else if(ld)
			dataout <= datain;
	end
endmodule
module mult(input [7:0] A, B,
		output [15:0] multout);
	assign multout = A * B;
endmodule
module concat2 (input [4:0] num2,
		input [15:0] multresult,
		output [31:0] dataout);
	assign dataout = multresult << (16 - num2);
endmodule
module shifter(input [3:0] datain,
		output [2:0] dataout);
	assign dataout = datain [3:1];
endmodule
module inRAM(input [3:0] address,
		output [15:0] dataout);
	reg [15:0] RAM [0:15];	
	initial $readmemb ("data_input.txt" , RAM);
	assign dataout = RAM[address];
endmodule
module outRAM(input clk, rst, wen,
		input [2:0] address,
		input [31:0] datain);
	reg [31:0] RAM [0:7];	
	initial $readmemb ("data_output.txt" , RAM);
	always@(posedge clk) begin
		if(wen)
			RAM[address] <= datain;
	end
endmodule
==> ./run.sh <==
#!/bin/bash
# OpenROAD 26Q1-2900-gdf79404cd8, Yosys 0.63+post, stock flow scripts
make -C /OpenROAD-flow-scripts/flow DESIGN_CONFIG=/design/flow/config.mk WORK_HOME=/design/flow/orfs finish
==> ./config.mk <==
export PLATFORM = sky130hd
export DESIGN_NAME = TopLevel
export DESIGN_NICKNAME = TopLevel
export VERILOG_FILES = /design/flow/design.v
export SDC_FILE = /design/flow/constraint.sdc
export NUM_CORES = 4
export LEC_CHECK = 1
export CORE_AREA = 10 10 94 94
export DIE_AREA = 0 0 104 104
export SYNTH_HDL_FRONTEND = slang
==> ./constraint.sdc <==
current_design TopLevel

set clk_period 2.2
set clk_io_pct 0.2

create_clock -name clk0 -period $clk_period [get_ports {clk}]

set non_clock_inputs [all_inputs -no_clocks]
set_input_delay [expr $clk_period * $clk_io_pct] -clock clk0 $non_clock_inputs
set_output_delay [expr $clk_period * $clk_io_pct] -clock clk0 [all_outputs]
==> flow_metrics.tcl <==
# yosys + openroad results
set metrics [dict create \
    port_buffers 3 \
    grt_pass1_wl_mm 2.02 \
    numClockSinks 17 \
    cp_data_arrival_time_ns 1.07 \
    fillCellCount 786 \
    avgSynthCellArea_um2 11.3 \
    hp-start "CT.ps[4]" \
    finalSetupTns_ns 0 \
    rsz0062_at_grt "no" \
    place_ws_ns 0.788 \
    slew_headroom_pct 58.7 \
    post-route-drc-count 0 \
    finish.utilization_pct 13.0 \
    ys_cells 61 \
    cp_top_family "buffers and inverters" \
    fp_util_pct 10.1 \
    power.internal_uw 592 \
    reg2reg_slack_ns 1.04 \
    cp_cell_sequence "clkdlybuf4s50_1" \
    core-area_um2 6830 \
    ir_drop_v 0.000288 \
    grt_max_degree 18 \
    die_area_um2 10800 \
    cp_slowest_stage_delay_ns 0.47 \
    post_cts_resized 0 \
    worstHoldPathCells 0 \
    routed_wl_mm 1.09 \
    layout-drive-gt1-share_pct 11.8 \
    post-route-min-period_ns 1.51 \
    dpl.hpwl_um 776 \
    crit_type "flip-flop to primary output" \
    dp_cells 160 \
    outcome "finished, final reports clean" \
    ant_nets 0 \
    antenna_found_initial 0 \
    pwr-share-clk_pct 27.3 \
    htree_levels 1 \
    path_buffers 1 \
    top_area_share_pct 57.9 \
    yosysWarnings 0 \
    yosysChipArea_um2 692 \
    n_antenna_cell 0 \
    clockRootBuffer "clkbuf_8" \
    warning_count 26 \
    dr.pass1.iters 3 \
    gp_congestion 0.738 \
    tightest_slew_ns 0.619 \
    final-hold-violation-count 0 \
    io_pins 4 \
    ys_seq_elements 17 \
    tritoncts "built" \
    syn_area_um2 692 \
    top_cells_by_area "dfrtp_1, ha_1, nor2_1" \
    period_used_pct 68.8 \
    first_iter_violations 12 \
    rows 30 \
    clk_latency_ns 0.25 \
    cp_max_fo 2 \
    swShare_pct 29.6 \
    setup_slack_ns 0.687 \
    fp.dieW_um 104 \
    wl_per_cell_um 6.65 \
    crit_required_ns 1.76 \
    grt_pass1_vias 438 \
    top_cells_by_count "dfrtp_1, nor2_1, inv_1, xor2_1" \
    fin_skew_ns 0.00317 \
    p_seq_share_pct 55.0 \
    ys_seq_share_pct 61.7 \
    final_cells 164 \
    path_clk_slew_ns 0.07 \
    maxCapViolCount 0 \
    startpoint_type "flip-flop" \
    max_freq_mhz 661 \
    syn_inst 61 \
    post-cts-setup-buffers 0 \
    ff_type "dfrtp_1" \
    die_y_um 104 \
    track_usage_pct 2.20 \
    hold_path_end "CT.ps[8]" \
    worstHoldPathType "flip-flop to flip-flop" \
    combPwrFrac_pct 17.7 \
    synth.most_common_cell "dfrtp_1" \
    power_leakage_uw 0.000399 \
    setup_viol 0 \
    endpoint_kind "primary output" \
    crit_slowest_cell "clkdlybuf4s50_1" \
    grt-ovfl-total 0 \
    numCtsBuffers 3 \
    cts_buffer_depth 2 \
    rr_startpoint "DP.cnt1.num[0]" \
    via_count 416 \
    synth_cell_types 21 \
    ys_async_sr_fraction_pct 100 \
    powerDensity_nw_per_um2 946 \
    hold_buffers 0 \
    maxSlewViolCount 0 \
    power.switching_uw 249 \
    top_area_cell "dfrtp_1" \
    hold_slack_ns 0.374 \
    vias_per_cell 2.54 \
    reg2reg_to "CT.ps[3]" \
    edf_count 0 \
    area_delta_synth_final_pct 28.4 \
    ff2ff_path_depth 3 \
]
-- metal layers --
layer	part of all wire, %	routed length [um]	GRT usage (%)
met5	0	0	0
met4	3.0	33	0.596
met3	6.0	65	1.00
met2	43	470	3.11
met1	48	521	2.95
-- power groups by stage --
stage / Sequential (uW) / Clock, uW / Combinational [uW]
finish: 462 / 230 / 149
global route: 479 / 251 / 178
CTS: 462 / 235 / 152
-- registers in the layout, summed over array words and instances (netlist names) --
register	cells
CT.ps	9
DP.cnt3.num	4
DP.cnt1.num	4
-- kinds of logic (layout without fill, tap and decap cells) --
logic type                 after synthesis  count (layout)  synth area share (%)
AOI/OAI and AO/OA                        8               8                  7.41
adders and majority gates                3               3                  5.43
muxes                                    1               1                  1.45
and+or+nand+nor                         21              21                  14.5
xor gates and xnor gates                 5               5                  6.33
DFF                                     17              17                  61.7
buffers and inverters                    6              13                  3.25
-- how the worst max path moves through the flow --
stage	from	endpoint	slack, ns	depth (start not counted)
global route	CT.ps[1]	done	0.63	1
CTS	CT.ps[1]	done	0.66	1
finish	CT.ps[1]	done	0.69	1
-- metrics by stage --
| stage | cell area (um2) | power (uW) |
|---|---|---|
| 6_report | 888 | 840 |
| 5_1_grt | 888 | 908 |
| 4_1_cts | 888 | 849 |
| 3_5_place_dp | 842 | 616 |
| 3_3_place_gp | 842 | 612 |
| 2_1_floorplan | 692 | 577 |
-- cells in the final DEF (no fill, tap or decap), types with 2 or more instances in the layout --
cell type / netlist / layout
nand3_1: 2 / 2
a21oi_1: 2 / 2
ha_1: 3 / 3
dfrtp_1: 16 / 16
clkdlybuf4s50_1: 0 / 3
inv_1: 6 / 6
nor2_1: 10 / 10
o21ai_0: 3 / 3
clkbuf_8: 0 / 3
xor2_1: 4 / 4
nand2_1: 3 / 3
-- cell type report --
cell class,count,area [um2],area share [%]
Inverter,6,22.5,2.54
Tap cell,96,120,13.5
Multi-Input combinational cell,38,243,27.3
Timing Repair Buffer,3,30.0,3.38
Clock inverter,1,5.00,0.563
Clock buffer,3,41.3,4.65
Sequential cell,17,427,48.0
Power is estimated from default activity; no workload was simulated.
